$ cat flow/design.v
module seven_segment(
     num,
     seg
    );
  	input [3:0] num;
     output [6:0] seg;
     reg [6:0] seg;
    always @(num)
    begin
        case (num) 
            0 : seg = 7'b0000001;
            1 : seg = 7'b1001111;
            2 : seg = 7'b0010010;
            3 : seg = 7'b0000110;
            4 : seg = 7'b1001100;
            5 : seg = 7'b0100100;
            6 : seg = 7'b0100000;
            7 : seg = 7'b0001111;
            8 : seg = 7'b0000000;
            9 : seg = 7'b0000100;
            default : seg = 7'b1111111; 
        endcase
    end
endmodule
$ cat flow/run.sh
#!/bin/bash
# OpenROAD 26Q1-2900-gdf79404cd8, Yosys 0.63+post, stock flow scripts
make -C /OpenROAD-flow-scripts/flow DESIGN_CONFIG=/design/flow/config.mk WORK_HOME=/design/flow/orfs finish
$ cat flow/config.mk
export PLATFORM = sky130hd
export DESIGN_NAME = seven_segment
export DESIGN_NICKNAME = seven_segment
export VERILOG_FILES = /design/flow/design.v
export SDC_FILE = /design/flow/constraint.sdc
export NUM_CORES = 4
export LEC_CHECK = 1
export CORE_AREA = 10 10 70 70
export DIE_AREA = 0 0 80 80
export SYNTH_HDL_FRONTEND = slang
$ cat flow/constraint.sdc
current_design seven_segment

set clk_period 1.1
set clk_io_pct 0.2

create_clock -name clk0 -period $clk_period

set non_clock_inputs [all_inputs -no_clocks]
set_input_delay [expr $clk_period * $clk_io_pct] -clock clk0 $non_clock_inputs
set_output_delay [expr $clk_period * $clk_io_pct] -clock clk0 [all_outputs]
==> deck_impl_summary.md <==
Flow Results at a Glance

Run status
  – Outcome: finished with violations
  – Violated checks: setup timing

Layout
  – Fraction of layout cells with a size suffix above 1: 0.604
  – Register area: 0 sq um
  – CLK BUF: 0
  – Area Overhead vs Synth: 141%
  – Design Area, Final: 507 sq um
  – Logic area: 243 sq um
  – Num sequential: 0
  – Final core occ: 0.148
  – Filler cells: 387

Yosys
  – Synthesis Warnings: 0
  – Distinct cell type count after synthesis: 13
  – Cell total in the yosys stat output: 33
  – Mean Syn Cell Area: 6.37 sq um
  – Synthesized instance count: 33
  – Post-Syn Area: 210 sq um
  – Yosys stat chip area: 210 sq um
  – Seq/Total Area, Yosys: 0

Power
  – Peak VDD IR: 52.6 uV
  – Power density over the cells: 324 nW/um^2
  – Pleak: 0.216 nW

Drt
  – Antenna Violating Nets Remaining: 0
  – Drt via density: 2.86
  – Routed wire length: 783 um
  – First-pass DRT Iterations: 2
  – DR iter-0 viols: 17
  – Vias: 283
  – Residual DRC count: 0
  – WL per Instance: 7.91 um
  – ANT cells: 0

Floorplan
  – Die area: 6400 sq um
  – Die height: 80 um
  – Row count: 21
  – Core area: 3420 sq um
  – Die width: 80 um
  – Ports: 11
  – Starting Density: 0.0615

GRT
  – Vias in the first global route: 269
  – First-pass GRT wire length: 1.30 mm
  – Initial antenna violation count: 0
  – GRT Residual Overflow: 0
  – Total track usage: 0.0240
  – Pin count of the biggest net entering global routing: 11

STA
  – Hold_ws: 838 ps
  – Setup-failing EPs final: 7
  – FMAX: 785 MHz
  – Fin. Hold Viols: 0
  – Setup TNS Final: -848 ps
  – Slew Viols, Final: 0
  – Measured slew at the worst slew-check pin: 231 ps
  – Period utilisation layout: 1.16
  – Relative slew slack: 0.846
  – Crit path time final: 1270 ps
  – Unrepaired setup endpoints after global routing: true
  – Setup ws final: -175 ps

Run
  – Max Cap Viol: 0
  – OpenROAD warning count: 38

Placement
  – GPL Wtd Cong: 0.768
  – Input/output buffers: 11
  – Post-DP HPWL: 563 um
  – Pre-CTS setup slack: -1040 ps
  – Placed inst area: 414 sq um

CTS
  – Post-CTS Hold Fix Bufs: 0

Worst setup path
  – CP Capture Type: primary output
  – CP arrival: 1050 ps
  – Crit-path leading delay family: buffers and inverters
  – Worst path cell trace: buf_8 -> buf_6 -> or2b_1 -> a21oi_2 -> a31oi_1 -> buf_2
  – Crit path max-delay cell type: or2b_1
  – CP max FO: 5
  – Setup CP Type: in2out
  – Worst path max stage delay: 260 ps
  – Crit path buffers/inverters: 3
  – Startpoint Class: input pin
  – Required @ worst endpoint: 880 ps

Hold path
  – Hold Path Class: in2out
==> synthesized netlist by cell type <==
cell	n	area share
a21oi_2	1	0.042
inv_1	3	0.054
or2_1	1	0.030
buf_2	1	0.024
nor2_1	5	0.089
or2b_1	1	0.036
a31oi_1	1	0.030
nand2_1	2	0.036
a21oi_1	2	0.048
o21ai_0	6	0.14
buf_6	1	0.054
ha_1	5	0.30
nand2b_1	4	0.12
==> power breakdown <==
part,internal (mW),switching [mW]
registers,0,0
logic,0.0970,0.0671
clock network,0,0
==> logic make-up (layout without fill, tap and decap cells) <==
family | count (synthesis) | count (layout) | share of synthesized area
and+or+nand+nor | 13 | 13 | 0.310
buffers and inverters | 5 | 25 | 0.131
adders and majority gates | 5 | 5 | 0.298
AOI/OAI and AO/OA | 10 | 10 | 0.262
==> tightest hold or removal path, cell delays in order <==
cell and delay, ps:
buf_8 80, nand2b_1 90, a21oi_1 60, nor2_1 70, buf_2 90
==> cell usage in the layout, fill, tap and decap left out, types with 2 or more instances in the layout <==
master,netlist,final
nand2_1,2,2
nand2b_1,4,2
nand2b_4,0,2
ha_1,5,2
ha_4,0,2
o21ai_1,0,3
a21oi_1,2,2
buf_8,0,2
buf_2,1,6
nor2_1,5,3
buf_6,1,5
o21ai_2,0,2
buf_4,0,7
==> layout make-up <==
type               instances  area share
multi-input cells         28       0.479
repair buffers            22       0.370
well taps                 46       0.114
inverters                  3      0.0370
==> per-stage QoR <==
stage	std cells	total power, mW
after CTS	97	0.148
after global placement	95	0.135
after global routing	99	0.186
after floorplan	33	0.0472
final	99	0.164
after detailed placement	95	0.135
==> worst paths after layout <==
check	start	end	slack (ps)	depth (start not counted)
max	num[1]	seg[3]	-170	6
min	num[3]	seg[0]	840	5
==> per-layer routing <==
| metal | track usage | up-vias | wire length, um |
|---|---|---|---|
| met2 | 0.0449 | 6 | 353 |
| li1 | - | 147 | - |
| met4 | 0 | 0 | 0 |
| met5 | 0 | - | 0 |
| met3 | 0.00341 | 0 | 47 |
| met1 | 0.0297 | 130 | 382 |
==> what timing repair did <==
item,in CTS,in global routing
pin swaps,10,5
resized,60,7
setup endpoints to repair,7,7
setup buffers,2,2
Power is estimated from default activity; no workload was simulated.
